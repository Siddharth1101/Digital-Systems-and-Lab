===== flow/run.sh =====
#!/bin/bash
# OpenROAD 26Q1-2900-gdf79404cd8, Yosys 0.63+post, stock flow scripts
make -C /OpenROAD-flow-scripts/flow DESIGN_CONFIG=/design/flow/config.mk WORK_HOME=/design/flow/orfs finish

===== flow/config.mk =====
export PLATFORM = sky130hd
export DESIGN_NAME = CLKDIV
export DESIGN_NICKNAME = CLKDIV
export VERILOG_FILES = /design/flow/design.v
export SDC_FILE = /design/flow/constraint.sdc
export NUM_CORES = 4
export LEC_CHECK = 1
export CORE_AREA = 10 10 91 91
export DIE_AREA = 0 0 101 101

===== flow/constraint.sdc =====
current_design CLKDIV

set clk_period 1.3
set clk_io_pct 0.2

create_clock -name clk0 -period $clk_period [get_ports {clkin}]

set non_clock_inputs [all_inputs -no_clocks]
set_input_delay [expr $clk_period * $clk_io_pct] -clock clk0 $non_clock_inputs
set_output_delay [expr $clk_period * $clk_io_pct] -clock clk0 [all_outputs]

===== flow/design.v =====
`timescale 1ns / 1ps
module CLKDIV(
    input clkin,
    output reg clkout
    );
reg [24:0] count;
initial
begin
	count = 0;
	clkout = 0;
end
always@ (posedge clkin)
begin
	count = count + 1;
	if (count >= 2)
	begin
		count = 0;
		clkout = !clkout;
	end
end
endmodule

==> qor.rpt <==
================================================================================
Result of the run ................................................. finished with violations
Violations in the final reports ................................... negative setup slack
Post-route cell area .............................................. 0.001723 mm2
Estimated wirelength of the detail-placed design ..................     1.753 mm
Flops & latches, synth ............................................           26
Sequential group share of total power .............................        56.9%
Wire length of the first global-routing pass ......................     3.843 mm
Total count of max-transition violations in the final report ......            0
Delay of the slowest cell on the worst path .......................      0.55 ns
Pre-Repair DR Iteration Count .....................................            4
Post-layout power .................................................     1.534 mW
Combinational cell fraction of total power ........................         9.9%
CTS tree ..........................................................        built
Finish-stage setup viols ..........................................            2
Synth Flop Type ................................................... sky130_fd_sc_hd__dfxtp_1
Post-layout minimum cycle time ....................................     2.200 ns
Pre-Place Util ....................................................       17.06%
Leading post-synthesis cells by cell area ......................... sky130_fd_sc_hd__dfxtp_1, sky130_fd_sc_hd__nand4_1, sky130_fd_sc_hd__nand3_1
Clk ins delay skew pair ...........................................      0.26 ns
Kind of cell with the highest combined delay on the critical path . simple AND/OR/NAND/NOR gates
Number of buffers on the longest clock path .......................            2
Top-level I/O count ...............................................            2
Most area-hungry cell type in the Yosys netlist ................... sky130_fd_sc_hd__dfxtp_1
Path category of the worst min-delay check ........................ flop to flop
# clock sinks .....................................................           26
Cts bufs inserted .................................................            3
Average wire per cell in the routed design ........................     8.798 um
Leading post-synthesis cells by instance count .................... sky130_fd_sc_hd__dfxtp_1, sky130_fd_sc_hd__nand4_1, sky130_fd_sc_hd__nand3_1, sky130_fd_sc_hd__nand2_1, sky130_fd_sc_hd__nor4_1
PnR worst setup slack .............................................   -0.9002 ns
Die x size ........................................................       101 um
Tool Warnings .....................................................           29
Via count .........................................................          981
Setup Total Neg Slack .............................................    -1.728 ns
Area growth, synth to finish ......................................       59.01%
Peak fanout along the critical path ...............................            4
Core outline area ................................................. 0.006350 mm2
Power Density ..................................................... 890.3 mW/mm2
Startpoint of the worst setup timing path .........................     count[0]
Fraction of layout cells with a size suffix above 1 ...............       42.05%
Share of total power consumed by net switching ....................       22.12%
Number of vias per cell ...........................................        3.877
Initial antenna violation count ...................................            0
Number of fill cells in the layout ................................          646
Die Footprint .....................................................  0.01020 mm2
Initial drt markers ...............................................           29
Gate count after technology mapping ...............................          110
GPL Wtd Cong ......................................................       0.8548
Row count .........................................................           29
Worst hold slack ..................................................    0.5389 ns
Total of warnings raised by yosys .................................            1
Total wire length .................................................     2.226 mm
Count of buffers inserted at the top-level ports ..................            1
Count of instantiated cells in the yosys netlist ..................          110
Fmax ..............................................................    454.5 MHz
Buffering stage count on the worst path with inverters included ...            0
Area share of the largest cell type after synthesis ...............       46.19%
RSZ-0062 raised after global routing ..............................          yes
Antenna diode count ...............................................            0
Relative contribution of the clock network to total power .........        33.1%
Critical path capture point type ..................................         flop
Cts hold-fix bufs .................................................            0
Clock root buffer ................................................. sky130_fd_sc_hd__clkbuf_8
P_sw ..............................................................    0.3393 mW
Data arrival time of the worst path ...............................      2.23 ns
Kind of start point of the critical path ..........................         flop
Post-route fraction of the period consumed by the critical path ...       169.2%
Static Leakage ....................................................    0.7007 nW
Number of unique standard cell types used by synthesis ............           40
WP data required ..................................................      1.33 ns
FFs w/ async S/R, synth ...........................................           0%
Number of design rule violations left after detail routing ........            0
Worst clock skew .................................................. 0.0009319 ns
Clk slew on worst S/H paths .......................................      0.09 ns
Worst IR drop on VDD ..............................................    0.3603 mV
Number of max-capacitance violations reported .....................            0
Count of nets left with antenna violations after detail routing ...            0
Cell breakdown of the critical path ............................... nand4_1 > or4_4 > mux2i_1 > a2111oi_2 > nand4_1 > or3_1
Category of the critical setup timing path ........................ flop to flop
Total overflow reported by the global router ......................            0
Placement-stage cell area ......................................... 0.001577 mm2
Synthesized cell area ............................................. 0.001084 mm2
Most common cell on crit path ..................................... sky130_fd_sc_hd__nand4_1
EDFF count, synth .................................................            1
Internal Dissipation ..............................................     1.195 mW
Avg Cell Area, Syn ................................................    9.850 um2
Dpl ws ............................................................    -1.131 ns
Post-synth area from yosys stat ................................... 0.001084 mm2
Hold_sp ...........................................................       clkout
Final Hold Viols ..................................................            0
Y dimension of the die ............................................       101 um
Slowest cell on the critical path ................................. sky130_fd_sc_hd__or4_4
Reg-to-reg startpoint .............................................     count[0]
Overall track demand over capacity in global routing ..............       4.345%
Post-synthesis cell type with the largest instance count .......... sky130_fd_sc_hd__dfxtp_1
H-tree lvl count ..................................................            1
Maximum number of pins on one net before global-route repair ......           15
Via count of the first global-routing pass ........................          878
Sequential fraction of the synthesis area .........................       48.96%
================================================================================
==> worst paths after layout <==
path	end	slack (ns)	depth (start not counted)
worst max register to register	clkout	-0.90	6
worst min register to register	clkout	0.54	1
worst max-delay path	clkout	-0.90	6
worst min-delay path	clkout	0.54	1
==> cell families after synthesis <==
family	count (synthesis)	synth area share, %
buffers and inverters	5	1.847
DFF	26	48.96
xor gates and xnor gates	3	2.425
AOI/OAI and AO/OA	15	10.86
adders and majority gates	2	2.309
other	1	0.3461
muxes	2	1.963
and+or+nand+nor	56	31.30
==> per-layer routing <==
| metal | track usage [%] | wire [um] |
|---|---|---|
| met2 | 6.781 | 1030 |
| met1 | 6.419 | 1175 |
| met3 | 0.2772 | 18 |
| met4 | 0.9646 | 2 |
| met5 | 0 | 0 |
==> per-stage QoR <==
stage	cells	utilization, %
5_1_grt	253	27.13
4_1_cts	252	26.72
2_1_floorplan	133	-
3_3_place_gp	247	24.83
6_report	253	27.13
3_5_place_dp	247	24.83
==> timing repair <==
item	in CTS	in global routing
resized	15	4
pin swaps	4	5
setup endpoints to repair	3	2
buffers inserted	1	1
==> cell type report <==
type	instances	area (um2)	area share, %
Multi-Input combinational cell	102	700.7	40.67
Sequential cell	26	554.3	32.17
Timing Repair Buffer	40	301.5	17.50
Tap cell	77	96.34	5.592
Clock buffer	4	55.05	3.195
Inverter	4	15.01	0.8715
==> power by group through the flow <==
| stage | combinational, mW | clock [mW] | sequential, mW |
|---|---|---|---|
| after CTS | 0.148 | 0.532 | 0.873 |
| after global routing | 0.169 | 0.578 | 0.881 |
| final | 0.152 | 0.508 | 0.873 |
==> cells in the final DEF (no fill, tap or decap), drive strengths merged, types with 2 or more instances in the layout <==
| master | synthesis | final |
|---|---|---|
| conb | 1 | 24 |
| clkbuf | 1 | 4 |
| dfxtp | 25 | 25 |
| and3 | 4 | 4 |
| nand2 | 7 | 7 |
| nand3 | 9 | 9 |
| buf | 0 | 39 |
| a211o | 2 | 2 |
| nor2 | 5 | 5 |
| nor4 | 6 | 6 |
| nand4 | 11 | 11 |
| ha | 2 | 2 |
| xor2 | 2 | 2 |
| o21ai | 2 | 2 |
| a2111oi | 2 | 2 |
| nor3 | 4 | 4 |
| or3 | 3 | 3 |
| inv | 4 | 4 |
==> state kept, by name, indices dropped and copies added, names as in the netlist <==
| name | cells |
|---|---|
| clkout | 1 |
| count | 25 |
Power and IR drop assume default switching activity.
